### /design/flow/config.mk
export PLATFORM = sky130hd
export DESIGN_NAME = alu
export DESIGN_NICKNAME = alu
export VERILOG_FILES = /design/flow/design.v
export SDC_FILE = /design/flow/constraint.sdc
export NUM_CORES = 4
export LEC_CHECK = 1
export CORE_UTILIZATION = 40
### /design/flow/constraint.sdc
current_design alu

set clk_period 8.5
set clk_io_pct 0.2

create_clock -name clk0 -period $clk_period

set non_clock_inputs [all_inputs -no_clocks]
set_input_delay [expr $clk_period * $clk_io_pct] -clock clk0 $non_clock_inputs
set_output_delay [expr $clk_period * $clk_io_pct] -clock clk0 [all_outputs]
### /design/flow/design.v
module alu #(
    parameter N = 8
)(
    input  [N-1:0] num1,
    input  [N-1:0] num2,
    input  [4:0] operation,
    input         reset,
    output reg signed [N-1:0] results,
    output reg [2*N-1:0] xresults,
    output reg carryflag,
    output reg overflow
);
reg signed[N:0]  temp;
always @(*) begin
    if (reset) begin
        results   = 0;
        xresults  = 0;
        carryflag = 0;
        overflow  = 0;
    end else begin
        results   = 0;
        xresults  = 0;
        carryflag = 0;
        overflow  = 0;
        case (operation)
            5'b00000 : begin 
                temp = num1 + num2; 
                results = temp[N-1:0]; 
                carryflag = temp[N]; 
                overflow = (num1[N-1] == num2[N-1]) && (results[N-1] != num1[N-1]);
            end 
            5'b00001 : begin 
                temp = num1 - num2; 
                results = temp[N-1:0]; 
                carryflag = temp[N]; 
                overflow = (num1[N-1] != num2[N-1]) && (results[N-1] != num1[N-1]);
            end 
            5'b00010 : results = num1 + 1;
            5'b00011 : results = num1 - 1;
            5'b00100 : xresults = num1 * num2;
            5'b00101 : results = num1 | num2;
            5'b00110 : results = num1 & num2;
            5'b00111 : results = num1 ^ num2;
            5'b01000 : results = ~(num1 | num2);
            5'b01001 : results = ~(num1 & num2);
            5'b01010 : results = ~(num1 ^ num2);
            5'b01011 : results = ~num1;
            5'b01100 : results = num1 << 1;                         
            5'b01101 : results = num1 >> 1;                         
            5'b01110 : results = $signed(num1) >>> 1;               
            5'b01111 : results = {num1[N-2:0], num1[N-1]};          
            5'b10000 : results = {num1[0], num1[N-1:1]};            
            5'b10001 : results = { { (N-1){1'b0} }, (num1 == num2) };
            5'b10010 : results = { { (N-1){1'b0} }, (num1 >  num2) };
            5'b10011 : results = { { (N-1){1'b0} }, (num1 <  num2) };
            5'b10100 : results = { { (N-1){1'b0} }, (num1 >= num2) };
            5'b10101 : results = { { (N-1){1'b0} }, (num1 <= num2) };
            default: begin
                results   = 0;
                xresults  = 0;
                carryflag = 0;
                overflow  = 0;
            end
        endcase
    end
end
endmodule
### /design/flow/run.sh
#!/bin/bash
# OpenROAD 26Q1-2900-gdf79404cd8, Yosys 0.63+post, stock flow scripts
make -C /OpenROAD-flow-scripts/flow DESIGN_CONFIG=/design/flow/config.mk WORK_HOME=/design/flow/orfs finish
==> flow_summary.json <==
{
  "end_kind": "output port",
  "slew_headroom": 0.452,
  "first_global_vias": 4157,
  "tool_warnings": 48,
  "arrival_ns": 6.52,
  "syn_to_final_growth_pct": 15.3,
  "cp_top_family": "adder cells",
  "gp_congestion": 0.944,
  "ys.warnings.count": 1,
  "diodes": 0,
  "setup_tns_ns": 0,
  "ant_nets": 0,
  "regArea_um2": 0,
  "cp_cell_sequence": "clkdlybuf4s50_1 -> inv_1 -> buf_4 -> nor2_1 -> fa_1 -> fa_1 -> inv_1 -> fa_1 -> fa_1 -> inv_1 -> ha_1 -> nor2_1 -> nor2_1 -> a21oi_1 -> or3_1 -> a211o_1 -> nand2_1 -> clkdlybuf4s50_1",
  "ir_drop_v": 0.000115,
  "layout_top_cell": "nor2_1",
  "worstSetupStartpoint": "num1[2]",
  "n_fill_cell": 1049,
  "cts_hold_buf": 0,
  "die.size.y_um": 105,
  "hold_violations": 0,
  "setup_viol": 0,
  "clock_buffers": 0,
  "std_cell_rows": 37,
  "rsz0062_at_grt": "false",
  "dr.pass1.iters": 4,
  "chipWidth_um": 105,
  "chip_area_um2": 10900,
  "hold_class": "input port to output port",
  "syn_area_um2": 4210,
  "antenna_found_initial": 0,
  "core_area_um2": 10300,
  "power.internal_w": 0.000205,
  "grt_max_degree": 29,
  "cp-start-kind": "input port",
  "period_used_share": 0.968,
  "yosysUniqueCellTypes": 68,
  "dp_hpwl_um": 10500,
  "yosys-stat-area_um2": 4210,
  "power.density_nw_per_um2": 100,
  "p_sw_w": 0.000281,
  "drc": 0,
  "fmax_mhz": 122,
  "avgRoutedWirePerCell_um": 16.8,
  "grt_usage": 0.243,
  "cts_setup_buffers": 0,
  "crit_buf_inv": 6,
  "cp_max_fo": 5,
  "drive_gt1_frac": 0.0674,
  "share_seq_of_total_power": 0,
  "slowest_delay_ns": 0.55,
  "crit_path_frequent_cell": "fa_1",
  "p_leak_nw": 2.24,
  "grt.overflow.total": 0,
  "numPortBuffers": 48,
  "pin_count": 48,
  "drt-initial-drc-count": 179,
  "vias_per_cell": 5.52,
  "syn_inst": 562,
  "maxCapViolCount": 0,
  "num_vias": 4109,
  "swShare": 0.578,
  "yosys-stat-cells": 562,
  "hold_path.startpoint": "reset",
  "ctsResizeCount": 0,
  "status": "finished, final reports clean",
  "layout_top_cells": "91 x nor2_1, 69 x inv_1, 66 x ha_1",
  "finalWirelength_um": 12500,
  "post-place-ws_ns": 0.274,
  "grt_pass1_wl_um": 20700,
  "setup_ws_ns": 0.276,
  "synth.avg_cell_area_um2": 7.50,
  "slowest_stage": "fa_1",
  "slew_violations": 0,
  "crit_required_ns": 6.80,
  "pwr-share-clk": 0,
  "seq_cells": 0,
  "comb_power_share": 1.000,
  "max_slew.worst_pin.slew_ns": 0.820,
  "finalCriticalPeriod_ns": 8.22,
  "criticalPathCategory": "input port to output port",
  "fp_util": 0.410,
  "yosysSeqAreaShare": 0
}
==> area by class of cell <==
type               count  area (um2)  area share
inverters             73         274      0.0564
multi-input cells    467        3780       0.778
well taps            136         170      0.0350
repair buffers        68         633       0.130
==> power by group through the flow <==
| stage | combinational, W | clock, W | sequential (W) |
|---|---|---|---|
| 6_report | 0.000486 | 0 | 0 |
| 5_1_grt | 0.000554 | 0 | 0 |
| 4_1_cts | 0.000490 | 0 | 0 |
==> worst min-delay path: stages <==
cell	delay [ns]
clkdlybuf4s50_1	0.69
a21oi_2	0.05
clkdlybuf4s50_1	0.39
==> final timing paths <==
check / to / slack (ns) / cells after the start
min: overflow / 4.53 / 3
max: xresults[14] / 0.28 / 18
==> Yosys cell counts, types with 4 or more instances <==
master,instances,area share
nand3_1,6,0.0071
a221o_1,6,0.014
inv_1,69,0.061
ha_1,66,0.20
xnor2_1,15,0.031
buf_2,8,0.0095
clkinv_1,4,0.0036
a21oi_1,40,0.048
o21bai_1,8,0.014
a21o_1,6,0.011
a31oi_1,8,0.012
mux2i_1,8,0.019
clkbuf_1,5,0.0045
or3_1,8,0.012
and2_1,5,0.0074
nor2_1,91,0.081
and3_1,5,0.0074
buf_6,5,0.013
nand2b_1,6,0.0089
fa_1,39,0.19
o21ai_0,19,0.023
o211ai_1,5,0.0089
o31ai_1,4,0.0071
nand2_1,28,0.025
a211oi_1,12,0.021
nor3_1,15,0.018
==> cells by family (layout without fill, tap and decap cells) <==
group	count (synthesis)	after routing	synth area share
AND-OR/OR-AND	141	141	0.232
multiplexers	10	10	0.0244
AND/OR/NAND/NOR	194	194	0.225
adder cells (fa/ha/maj)	105	105	0.381
buffers and inverters	95	141	0.102
XOR/XNOR	17	17	0.0353
==> layer usage <==
| layer | GRT usage | wire length, um |
|---|---|---|
| met2 | 0.412 | 6040 |
| met3 | 0.0165 | 558 |
| met4 | 0.0674 | 376 |
| met1 | 0.341 | 5560 |
| met5 | 0 | 0 |
==> through the flow <==
stage | hold WS (ns) | utilization | cells | cell area (um2) | power [W]
floorplan | 3.41 | - | 562 | 4210 | 0.000364
global placement | 4.56 | 0.472 | 744 | 4860 | 0.000486
detailed placement | 4.53 | 0.472 | 744 | 4860 | 0.000486
CTS | 4.54 | 0.472 | 744 | 4860 | 0.000490
global route | 4.58 | 0.473 | 744 | 4860 | 0.000554
finish | 4.53 | 0.473 | 744 | 4860 | 0.000486
Power is estimated from default activity; no workload was simulated.
