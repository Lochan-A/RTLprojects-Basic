$ cat flow/run.sh
#!/bin/bash
# OpenROAD 26Q1-2900-gdf79404cd8, Yosys 0.63+post, stock flow scripts
make -C /OpenROAD-flow-scripts/flow DESIGN_CONFIG=/design/flow/config.mk WORK_HOME=/design/flow/orfs finish
$ cat flow/config.mk
export PLATFORM = sky130hd
export DESIGN_NAME = shiftRegister8bit
export DESIGN_NICKNAME = shiftRegister8bit
export VERILOG_FILES = /design/flow/design.v
export SDC_FILE = /design/flow/constraint.sdc
export NUM_CORES = 4
export LEC_CHECK = 1
export CORE_AREA = 10 10 70 70
export DIE_AREA = 0 0 80 80
$ cat flow/constraint.sdc
current_design shiftRegister8bit

set clk_period 1.2
set clk_io_pct 0.2

create_clock -name clk0 -period $clk_period [get_ports {clk}]

set non_clock_inputs [all_inputs -no_clocks]
set_input_delay [expr $clk_period * $clk_io_pct] -clock clk0 $non_clock_inputs
set_output_delay [expr $clk_period * $clk_io_pct] -clock clk0 [all_outputs]
$ cat flow/design.v
module  shiftRegister8bit(input clk,reset,mov,
                          input  data_in,
                          output reg [7:0] data_out);
always@(posedge clk or posedge reset)
begin 
   if(reset) begin data_out <= 8'b0; end 
   else begin 
    if (mov)begin data_out <={data_in,data_out[7:1]}; end
    else begin data_out <={data_out[6:0],data_in};end
end 
end 
endmodule 
==> run_results.csv <==
group,metric,value,unit
final_timing,finalSetupViolCount,0,
worst_setup_path,worstPathRequired,960,ps
job,maxCapViolCount,0,
floorplan,rows,21,
final_timing,tns,0,ps
final_layout,area_growth,72.0,%
worst_setup_path,path_cells,"dlygate4sd2_1",
global_routing,grt_max_degree,9,
route,drtAntennaViolNets,0,
route,antenna_cells,0,
final_layout,drive_above_1_share,0.487,
route,vias,216,
power_and_ir_drop,p_clk_frac,0.184,
worst_hold_path,hold_class,"primary input to asynchronous set/reset pin",
cts,cts.sinks,8,
power_and_ir_drop,vdd_drop_max,0.299,mV
place,numPortBuffers,11,
final_layout,reg_top3,"data_out x8",
final_layout,regArea,200,µm²
cts,clockBufferDepth,2,
final_timing,slew_viol_final,0,
global_routing,grt_remaining_overflow,0,
floorplan,dieWidth,80,µm
global_routing,grt_pass1_wl,1220,µm
floorplan,core,3420,µm²
power_and_ir_drop,p_sw_frac,0.230,
final_timing,period_needed,1110,ps
worst_setup_path,worstSetupStartpointType,"flip-flop",
synthesis,yosys_register_bits,8,
final_layout,largest_reg_flops,8,
route,drc_errors,0,
cts,hold_buffers,0,
worst_setup_path,worstPathMaxFanout,2,
synthesis,yosysUniqueCellTypes,4,
power_and_ir_drop,cellLeakagePower,0.000279,µW
route,drt-pass1-iter-count,4,
floorplan,die_h,80,µm
worst_setup_path,crit_buf_inv,1,
final_layout,fillers,392,
final_timing,rsz0062_at_grt,"false",
power_and_ir_drop,seq_power_share,0.388,
cts,clkTransAtPathRegs,50,ps
final_layout,top_register,"data_out",
worst_setup_path,rr_startpoint,"data_out[5]",
synthesis,netlist_area,335,µm²
synthesis,yosysSeqAreaShare,0.597,
cts,cts_tree,"yes",
worst_setup_path,worstSetupPathType,"flip-flop to output port",
final_timing,finalCritPeriodShare,0.925,
final_layout,postLayoutCoreUtil,0.169,
worst_setup_path,cp-end-kind,"output port",
final_timing,max_clock_freq,901,MHz
route,drt-wirelength-per-cell,9.39,µm
global_routing,grt_pass1_vias,244,
final_timing,slew_headroom,0.800,
power_and_ir_drop,combPwrFrac,0.428,
synthesis,ys.warnings.count,1,
worst_setup_path,rrSetupSlack,320,ps
worst_setup_path,cp.arrival,870,ps
final_timing,tightest_slew,300,ps
cts,cts_root_buffer,"clkbuf_4",
worst_setup_path,r2r_end,"data_out[6]",
cts,htree_levels,1,
cts,cts_buffers,3,
route,wl,798,µm
outcome,status,"finished, final reports clean",
global_routing,grt_use_total,0.0247,
synthesis,ys_area,335,µm²
power_and_ir_drop,p_int,825,µW
final_layout,logic_area,120,µm²
synthesis,synth_cells,18,
synthesis,ys_cells,18,
power_and_ir_drop,cellPowerDensity,1860,nW/µm²
worst_setup_path,rr_worst_depth,2,
worst_setup_path,max_stage_delay,370,ps
floorplan,die_area,6400,µm²
job,warnings,25,
power_and_ir_drop,p_sw,246,µW
route,avgViaCountPerCell,2.54,
cts,clock_latency,250,ps
place,gp_congestion,0.710,
floorplan,pin_count,12,
global_routing,antenna_found_initial,0,
route,drt-initial-drc-count,7,
worst_setup_path,critPathSlowestCell,"dfrtp_1",
floorplan,fp_util,0.0982,
synthesis,synth_area_per_cell,18.6,µm²
final_timing,hold_viol_final,0,
final_timing,finClkSkew,1.29,ps
worst_setup_path,crit_family,"flip-flops",
## logic make-up (layout without fill, tap and decap cells)
kind of cell  after synthesis  count (layout)  share of synthesized area
flops                       8               8                      0.597
mux                         8               8                      0.358
buf+inv                     2              23                     0.0448
## cell usage in the layout (no fill, tap or decap)
cell and n:
mux2_4 8, dfrtp_1 8, dlygate4sd2_1 8, buf_4 7, clkbuf_4 3, clkdlybuf4s50_1 3, inv_1 1, buf_12 1
## layout make-up
type / count / share of cell area
tap: 46 / 0.0998
multi-input combinational: 8 / 0.208
sequential: 8 / 0.347
inverter: 1 / 0.00651
clock buffer: 3 / 0.0390
timing repair buffer: 19 / 0.299
## synth_stat cells, drive strengths merged
| cell type | instances | area, µm² |
|---|---|---|
| inv | 1 | 3.75 |
| mux2 | 8 | 120 |
| buf | 1 | 11.3 |
| dfrtp | 8 | 200 |
## how the worst max path moves through the flow
stage	from	depth (start not counted)	endpoint	slack, ps
6_report	data_out[1]	1	data_out[1]	90
4_1_cts	data_out[0]	1	data_out[0]	70
5_1_grt	data_out[3]	1	data_out[3]	40
## through the flow
step	power [µW]	instances	setup slack [ps]	hold WS [ps]	cell area, µm²
finish	1070	85	90.3	234	577
global route	1150	85	36.5	252	577
CTS	1100	85	66.0	239	577
detailed placement	831	75	-109	510	512
global placement	828	75	-110	500	512
floorplan	567	18	418	55.7	335
## power groups by stage
stage,Clock [µW],Sequential [µW],Combinational (µW)
after CTS,211,419,468
after global routing,227,433,493
final,197,416,458
## layer usage
layer,GRT usage,vias to the layer above,wire [µm]
met2,0.0385,7,404
li1,-,106,-
met4,0.00704,0,0
met3,0.0148,0,68
met1,0.0277,103,325
met5,0,-,0
## repair_timing
action / CTS / global route
resized: 8 / 0
hold endpoints to repair: 0 / 0
setup endpoints to repair: 8 / 0
setup buffers: 7 / 0
Power figures rest on the tool's default switching activity, not on a simulated workload.
